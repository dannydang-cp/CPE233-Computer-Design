==> design/flow/design.v <==
`timescale 1ns / 1ps
module ALU(
    input [31:0] A, B,
    input [3:0] alu_fun,
    output reg [31:0] alu_out
);
    always @ (A, B, alu_fun)
    begin
        case(alu_fun)
            4'b0000: alu_out = A + B;                                
            4'b1000: alu_out = A - B;                                
            4'b0110: alu_out = A | B;                                
            4'b0111: alu_out = A & B;                                
            4'b0100: alu_out = A ^ B;                                
            4'b0101: alu_out = A >> B[4:0];                          
            4'b0001: alu_out = A << B[4:0];                          
            4'b1101: alu_out = $signed(A) >>> B[4:0];                
            4'b0010: alu_out = ($signed(A) < $signed(B)) ? 1 : 0;    
            4'b0011: alu_out = (A < B) ? 1 : 0;                      
            4'b1001: alu_out = A;                                    
            default: alu_out = 0;
        endcase
    end
endmodule
==> design/flow/run.sh <==
#!/bin/bash
# OpenROAD 26Q1-2900-gdf79404cd8, Yosys 0.63+post, stock flow scripts
make -C /OpenROAD-flow-scripts/flow DESIGN_CONFIG=/design/flow/config.mk WORK_HOME=/design/flow/orfs finish
==> design/flow/config.mk <==
export PLATFORM = sky130hd
export DESIGN_NAME = ALU
export DESIGN_NICKNAME = ALU
export VERILOG_FILES = /design/flow/design.v
export SDC_FILE = /design/flow/constraint.sdc
export NUM_CORES = 4
export LEC_CHECK = 1
export CORE_UTILIZATION = 30
==> design/flow/constraint.sdc <==
current_design ALU

set clk_period 23.9
set clk_io_pct 0.2

create_clock -name clk0 -period $clk_period

set non_clock_inputs [all_inputs -no_clocks]
set_input_delay [expr $clk_period * $clk_io_pct] -clock clk0 $non_clock_inputs
set_output_delay [expr $clk_period * $clk_io_pct] -clock clk0 [all_outputs]
==> git commit body <==
Add synthesis and place-and-route results

- The script logs the ratio of routed vias to standard cells as 6.29.
- Count of warning messages emitted by the tools: 99
* Switching share of power: 60.2%
* Pre-antenna DRT Iters: 6
* Cell-by-cell trace of the critical path: buf_2 > buf_4 > clkinv_1 > ha_1 > and3_1 > o2bb2ai_1 > o31ai_1 > o21bai_1 > a221oi_1 > nor2_1 > nor2_1 > a22oi_1 > or4_1 > clkdlybuf4s50_1
- In this run, the synthesized area fraction spent on and/or/nand/nor cells is recorded as 21.0%.
* Main logic family: AND-OR/OR-AND gates
* Type of the worst setup path: primary input to primary output
- Yosys stat cell total: 1,308
- Slew at the pin closest to its max-slew limit: 0.903 ns
- Top-Level Pins: 100
- Internal power of the cells: 92.7 uW
- Unrepaired setup endpoints after global routing: false
- Number of antenna violations at the first check in global routing: 3
- According to the floorplan report, the total die area is 30,000 um2.
* Mean Syn Cell Area: 6.71 um2
- Wire length per cell after detailed routing: 23.8 um
- Across the VDD grid, the largest voltage drop is 0.00000852 V.
* Final Hold Violation Tally: 0
* Total routing usage reported by global routing: 26.8%
- The layout summary lists the proportion of cells stronger than drive strength 1 as 7.62%.
* Cell Area, Synth: 8780 um2
- The final timing summary puts the cycle share of the worst path at 59.6%.
* Wire length of the first global-routing pass: 61,400 um
- Initial DRC count: 1,363
- The critical path contains buffers and inverters numbering 4 combined.
- STA on the placed design reports a worst setup slack of 9.75 ns.
* Endpoints failing setup: 0
* Maximum fanout along the worst path: 57
- DRC violation count after routing: 0
- The type recorded for the worst min-delay path is primary input to primary output.
* Hold Slack: 10.53 ns
- Detailed placement HPWL: 31,200 um
* Final setup TNS: 0 ns
- Counting the warning lines in the Yosys log gives 1.
- For reference, full adder, half adder and majority cells occupy 14.6% of the area reported after synthesis.
- Sum of routed wire length over all layers: 40,600 um
- Pre-Place Util: 30.5%
- Static Leakage: 0.00404 uW
- Resize count post-CTS: 0
- Vias: 10,700
- After synthesis, the chip area reported by Yosys is 8780 um2.
* Die height: 173 um
- CP Launch Type: primary input
* Largest net degree at the start of global routing: 65
- The placement summary gives the final routability congestion estimate as 1.02.
- Count of different cell masters after synthesis: 88
* Post-Syn Instances: 1,308
- Data required, critical path: 19.12 ns
* Number of flip-flops and latches: 0
- After floorplanning, the core was sized to cover 28,800 um2.
- Timing-limited maximum frequency: 0.0702 GHz
* Count of pins over their slew limit: 0
- The number of hold buffers added after CTS was 0.
- Clock buffer cells: 0
- Measured against the total synthesized area, the mux share comes to 14.8%.
- GRT overflow: 0
* Area fraction in compound gates after synthesis: 39.2%
* Power per unit of standard cell area: 23.5 nW/um2
* Number of global-route vias before repair: 9,762
- Net load switching power: 140 uW
* Buffers inserted during post-CTS setup optimization: 0
* Maxcap violations: 0
* Row cnt: 62
* Die extent in x: 173 um
- Crit path setup slack, layout: 9.65 ns
* Count of input and output buffers: 100
* Outcome: finished, final reports clean
- The timing report shows that the slowest cell on the worst path is clkinv_1.
- Syn-to-layout area delta: 12.6%
* CP delay by family, top: buffers and inverters
- The data arrival time reported for the critical path is 9.47 ns.
* Number of filler cells placed in the layout: 3,092
* Seq. cell area: 0 um2
- After layout, the minimum clock period comes to 14.25 ns.
- Endpoint type of the worst setup path: primary output
- Cell type with the highest occurrence count on the critical path: nor2_1
- Stage delay of the slowest cell on the critical path: 0.70 ns
- Register area share after synthesis: 0%
* Number of antenna-violating nets in the routed design: 0
- Slew headroom: 39.4%
- XORs/XNORs by Area: 0.199%
## power groups by stage
stage         Sequential (uW)  Clock, uW  Combinational [uW]
global route                0          0                 250
CTS                         0          0                 228
## synthesized netlist by cell type (all sizes together) (10+ instances only)
library cell	n	share of area, %
mux2	14	1.8
mux4	28	7.2
and2	12	0.85
nor2	126	5.4
a22oi	12	1.0
clkbuf	56	2.4
nor2b	16	1.2
o21ai	106	6.1
o211ai	28	2.5
a221oi	27	2.7
a21oi	128	7.3
a31oi	15	1.1
nand2b	14	1.0
ha	99	14
o31ai	10	1.1
nor4	10	0.71
o21bai	11	0.94
buf	49	3.7
nand3	20	1.1
mux2i	51	5.8
a21o	22	1.9
nand2	131	5.6
nor3	33	1.9
o22ai	29	2.1
a221o	15	1.7
a211oi	24	2.1
inv	93	4.1
## per-stage QoR
stage	cell area [um2]	cells	utilization, %	total power [uW]
3_5_place_dp	9890	1709	34.4	227
3_3_place_gp	9890	1709	34.4	228
2_1_floorplan	8780	1308	-	143
5_1_grt	9890	1709	34.4	250
6_report	9890	1710	34.4	233
4_1_cts	9890	1709	34.4	228
## final cells by class
type / count / area (um2) / area share [%]
tap: 384 / 480 / 4.86
multi-input combinational: 1109 / 7900 / 79.9
antenna: 1 / 2.50 / 0.0253
inverter: 94 / 360 / 3.64
timing repair buffer: 122 / 1140 / 11.6
## layout by cell type (no fill, tap or decap), types with 28 or more instances in the layout
master           count
ha_1                99
nor2_1             125
mux4_2              28
mux2i_1             51
inv_1               87
nand2_1            131
nor3_1              31
o21ai_0            104
o22ai_1             29
a21oi_1            127
clkdlybuf4s50_1     95
## worst paths after layout
kind           to  cells past startpoint  startpoint
max   alu_out[16]                     14        B[4]
min    alu_out[1]                      5        B[1]
## per-layer routing
metal / part of all wire [%] / routed length (um) / GRT usage, %
met2: 44 / 17900 / 40.3
met3: 8.8 / 3570 / 4.06
met4: 3.1 / 1270 / 7.19
met5: 0 / 0 / 0
met1: 44 / 17900 / 39.9
## logic make-up (layout without fill, tap and decap cells)
| kind of cell | after synthesis | in the layout |
|---|---|---|
| compound gates | 510 | 510 |
| xor+xnor | 2 | 2 |
| fa+ha+maj | 101 | 101 |
| buf+inv | 199 | 216 |
| mux | 93 | 93 |
| other cells | 0 | 1 |
| simple gates | 403 | 403 |
Power figures rest on the tool's default switching activity, not on a simulated workload.
