<file path="flow/design.v">
`timescale 1ns / 1ps
module CSR(
    input CLK,
    input RST,
    input INT_TAKEN,           
    input [11:0] ADDR,
    input [31:0] PC,
    input [31:0] WD,
    input WR_EN,
    output logic [31:0] RD,
    output logic [31:0] CSR_MEPC=0,   
    output logic [31:0] CSR_MTVEC=0,  
    output logic CSR_MIE = 0      );  
    typedef enum logic [11:0] {       
        MIE       = 12'h304,
        MTVEC     = 12'h305,
        MEPC      = 12'h341
    } csr_t;
    always_ff @ (posedge CLK)
    begin
		if (RST) begin
            CSR_MTVEC <= 0;
            CSR_MEPC  <= 0;
            CSR_MIE   <= 1'b0;           
        end
	    if (WR_EN)
            case(ADDR)
                MTVEC: CSR_MTVEC <= WD;     
                MEPC:  CSR_MEPC  <= WD;     
                MIE:   CSR_MIE   <= WD[0];  
            endcase
		if(INT_TAKEN)
        begin
           CSR_MEPC <= PC;
		   CSR_MIE <= 1'b0; 
        end         
    end
	always_comb
       case(ADDR)
            MTVEC:   RD = CSR_MTVEC;
            MEPC:    RD = CSR_MEPC;
            MIE:     RD ={{31{1'b0}},CSR_MIE};            
            default: RD = 32'd0;
       endcase
endmodule
</file>
<file path="flow/run.sh">
#!/bin/bash
# OpenROAD 26Q1-2900-gdf79404cd8, Yosys 0.63+post, stock flow scripts
make -C /OpenROAD-flow-scripts/flow DESIGN_CONFIG=/design/flow/config.mk WORK_HOME=/design/flow/orfs finish
</file>
<file path="flow/config.mk">
export PLATFORM = sky130hd
export DESIGN_NAME = CSR
export DESIGN_NICKNAME = CSR
export VERILOG_FILES = /design/flow/design.v
export SDC_FILE = /design/flow/constraint.sdc
export NUM_CORES = 4
export LEC_CHECK = 1
export CORE_UTILIZATION = 50
</file>
<file path="flow/constraint.sdc">
current_design CSR

set clk_period 7.9
set clk_io_pct 0.2

create_clock -name clk0 -period $clk_period [get_ports {CLK}]

set non_clock_inputs [all_inputs -no_clocks]
set_input_delay [expr $clk_period * $clk_io_pct] -clock clk0 $non_clock_inputs
set_output_delay [expr $clk_period * $clk_io_pct] -clock clk0 [all_outputs]
</file>
==> out/qor.txt <==
Die W: 86.1 um
Fmax achieved: 185 MHz
Critical path buffer and inverter count: 3
DR vias: 3320
Worst hold path type: reg2reg
Vert. Die Dim: 86.1 um
Seq/Total Area, Yosys: 0.368
NetSw: 0.181 mW
Num ports: 177
CTS tree: built
Max cap viols: 0
Chip area: 7400 sq um
DRC: 0
Worst stage delay on the critical path: 0.64 ns
Number of synthesis warnings: 1
Largest net degree at the start of global routing: 66
Max Root-Sink Buffers: 2
# hold bufs at CTS: 0
Register bit count reported by yosys: 65
Worst path cell trace: clkdlybuf4s50_1, nor2b_2, buf_4, a22oi_1, nor2_1, clkdlybuf4s50_1
First-pass DRT Iterations: 4
OpenROAD warning count: 26
Slew of the pin with the lowest slew margin: 0.906 ns
Post-Syn Area: 3530 sq um
Worst setup path class: in2out
Synth Instances: 339
TNS Setup: 0 ns
Hold_ws: 0.477 ns
Seq pwr share: 0.488
Multi-input logic area: 2100 sq um
Core Rows: 30
Cell repeated most along the worst path: clkdlybuf4s50_1
Type of origin of the critical path: input port
First DRT Iteration DRCs: 149
Total gr overflow: 0
Drt wl/cell: 16.9 um
Init Core Util: 0.520
Vias in the first global route: 3285
Synth area leaders: dfxtp_1 37%, mux2i_1 18%, a22oi_1 13%
DR vias/cell: 5.50
Final WL: 10.2 mm
Clk ins delay skew pair: 0.32 ns
Clock Power Share: 0.344
Synth area leader: dfxtp_1
IO buf count: 176
Leak: 2.37 nW
Synthesis area per yosys: 3530 sq um
Setup violators final: 0
CP Data Arrival Time: 3.83 ns
Cell Type Count: 26
Antenna Cells: 0
Sw Share: 0.251
Top area contributor share: 0.368
Setup Buffers After CTS: 0
Share of layout cells above drive strength 1: 0.126
Crit path DRT: 6.32 ns
RSZ-0062 raised after global routing: no
Initial antenna violation count: 0
Status: finished clean
Slew headroom: 0.396
CP endpoint kind: output port
Max IR drop VDD: 0.0868 mV
Minimum clock period: 5.41 ns
Filler cells: 449
Post-DP HPWL: 6.78 mm
Crit Path Max Fanout: 18
CTS resizes: 0
CP max stage cell: nor2b_2
Num CTS Buffers: 9
Reg area: 1300 sq um
First-pass GRT wire length: 16.2 mm
Routed Antenna Nets: 0
Core area: 6790 sq um
CP delay by family, top: buffers and inverters
Syn_area_per_cell: 10.4 sq um
Pint: 0.539 mW
CTS H-tree depth: 3
Fin crit share: 0.685
CTS sink cnt: 65
Final Skew: 0 ns
Fin. max-slew vios: 0
CTS Root Cell: clkbuf_8
Pwr dens: 131 nW/um^2
Logic pwr share: 0.169
Ys cells: 339
Final Hold Viols: 0
Gp weighted congestion: 0.830
Reg clk slew, reported paths: 0.06 ns
Area Overhead vs Synth: 56.0%
GRT Total Usage: 0.281
## worst min-delay path: stages (launching register included)
cell	delay [ns]
dfxtp_1	0.32
nand2_1	0.06
mux2i_1	0.05
## final timing paths
check / from / endpoint / slack (ns) / depth (start not counted)
setup / recovery: ADDR[2] / RD[25] / 2.49 / 6
setup reg to reg: CSR_MTVEC[10]$_DFF_P_ / CSR_MTVEC[10]$_DFF_P_ / 7.06 / 2
hold reg to reg: CSR_MIE$_SDFF_PP0_ / CSR_MIE$_SDFF_PP0_ / 0.48 / 2
hold / removal: CSR_MIE$_SDFF_PP0_ / CSR_MIE$_SDFF_PP0_ / 0.48 / 2
## routing by layer
| metal | global-route usage | part of all wire |
|---|---|---|
| met1 | 0.396 | 0.43 |
| met2 | 0.465 | 0.48 |
| met3 | 0.0664 | 0.086 |
| met4 | 0.0303 | 0.0061 |
| met5 | 0 | 0 |
## metrics by stage
step	cell area (sq um)	std cells	util	setup slack, ns	power [mW]
3_3_place_gp	5340	588	0.786	2.56	0.475
3_5_place_dp	5340	588	0.786	2.51	0.478
4_1_cts	5510	604	0.811	2.48	0.728
6_report	5510	604	0.811	2.49	0.719
5_1_grt	5510	604	0.811	2.35	0.754
2_1_floorplan	3530	339	-	3.86	0.397
## registers in the layout, summed over array words and instances (netlist names)
register / cells
CSR_MEPC: 32
CSR_MTVEC: 32
CSR_MIE: 1
## logic make-up after synthesis
logic type / count (synthesis) / share of synthesized area
AND-OR/OR-AND: 65 / 0.139
buffers and inverters: 31 / 0.0407
flip-flops: 65 / 0.368
multiplexers: 97 / 0.318
AND/OR/NAND/NOR: 81 / 0.134
## cells in the mapped netlist
cell      number
nor2b_1       34
nand4_4        1
buf_2          4
dfxtp_1       65
a32oi_1        1
mux2_2         3
nand4_2        1
nor4bb_1       1
and3b_1        1
mux2i_1       64
nand4_1        1
and4b_1        1
nor4b_2        1
nand3_1        2
a22oi_1       63
buf_1          1
nor4_4         1
buf_6          3
nand2b_1       1
nor3_1         1
nand2_1        1
mux2_4        30
and2_0         1
a21boi_0       1
nor2_1        33
clkbuf_1      23
## layout make-up
class	count	share of cell area
clock buffer	11	0.0257
clock inverter	5	0.00568
multi-input combinational	243	0.381
sequential	65	0.236
tap	96	0.0218
timing repair buffer	184	0.330
## cells in the final DEF (no fill, tap or decap), drive strengths merged
cell	netlist	final
nand3	2	2
nor3	1	1
and4b	1	1
clkbuf	23	11
a22oi	63	63
mux2	33	33
clkdlybuf4s50	0	175
buf	8	9
a32oi	1	1
nand2	1	1
nor4bb	1	1
dfxtp	65	65
nor2	33	33
mux2i	64	64
and2	1	1
clkinv	0	4
nand2b	1	1
nor2b	34	34
nor4b	1	1
a21boi	1	1
and3b	1	1
clkinvlp	0	1
nor4	1	1
nand4	3	3
## power groups by stage
stage     Combinational, mW  Sequential (mW)  Clock, mW
4_1_cts               0.122            0.351      0.256
6_report              0.121            0.351      0.247
5_1_grt               0.131            0.352      0.271
Power is estimated from default activity; no workload was simulated.
